**run.sh**
```bash
#!/bin/bash
# OpenROAD 26Q1-2900-gdf79404cd8, Yosys 0.63+post, stock flow scripts
make -C /OpenROAD-flow-scripts/flow DESIGN_CONFIG=/design/flow/config.mk WORK_HOME=/design/flow/orfs finish
```
**config.mk**
```make
export PLATFORM = sky130hd
export DESIGN_NAME = EvtCounter
export DESIGN_NICKNAME = EvtCounter
export VERILOG_FILES = /design/flow/design.v
export SDC_FILE = /design/flow/constraint.sdc
export NUM_CORES = 4
export LEC_CHECK = 1
export CORE_AREA = 10 10 79 79
export DIE_AREA = 0 0 89 89
```
**constraint.sdc**
```tcl
current_design EvtCounter

set clk_period 3.2
set clk_io_pct 0.2

create_clock -name clk0 -period $clk_period [get_ports {clk_in}]

set non_clock_inputs [all_inputs -no_clocks]
set_input_delay [expr $clk_period * $clk_io_pct] -clock clk0 $non_clock_inputs
set_output_delay [expr $clk_period * $clk_io_pct] -clock clk0 [all_outputs]
```
**design.v**
```verilog
`timescale 1ns / 1ps
`default_nettype none
module EvtCounter
  #(parameter MAX_COUNT = 115_200)
  ( input wire          clk_in,
    input wire          rst_in,
    input wire          evt_in,
    output logic[$clog2(MAX_COUNT)-1:0]  count_out
  );
  always_ff @(posedge clk_in) begin
    if (rst_in) begin
      count_out <= $clog2(MAX_COUNT)'('h0);
    end else if (evt_in && clk_in) begin
      if (count_out == (MAX_COUNT - 1)) begin
        count_out <= $clog2(MAX_COUNT)'('h0);
      end else begin
        count_out <= count_out + $clog2(MAX_COUNT)'('h1);
      end
    end else begin
      count_out <= count_out;
    end
  end
endmodule
`default_nettype wire
```
==> deck_impl_summary.md <==
Physical Implementation Snapshot

STA
  – Fin. max-slew vios: 0
  – RSZ-0062 raised after global routing: no
  – Final hold viol count: 0
  – Setup TNS Final: 0 ns
  – Slew HR: 72.6%
  – Clock skew: ~0.00091 ns
  – Worst-Margin Slew: ~0.41 ns
  – Final setup violation count: 0
  – Final WS setup: 0.168 ns

Global routing
  – Vias in the first global route: 1458
  – GR peak layer: met4
  – Met2 global-route usage: 8.24%
  – Met1 Usage GRT: 7.41%
  – Final global-route overflow total: 0
  – Global-route usage over all layers: 8.31%
  – Global-route wire length before repair: 5.04 mm
  – Largest net degree at the start of global routing: 10
  – Met3 Use GR: about 8.7%
  – Initial antenna violation count: 0

Placement
  – Port Buffer Count: 19
  – HPWL after detailed placement: 1.64 mm
  – Routability Congestion: 0.772
  – Pre-CTS setup slack: 0.745 ns

Drt
  – Routed Antenna Nets: 0
  – Via count: 1035
  – Drt first pass iters: 6
  – Vias per std cell: 4.98
  – DR WL/cell: 14.5 microns
  – DRC: 0
  – Ant diodes: 0
  – Initial DRC Count: 64
  – Drt total wl: 3.02 mm

Setup path
  – Critical Path AT: roughly 3.3 ns
  – Critical-path cell list: clkbuf_8 -> clkbuf_8 -> clkbuf_8 -> clkbuf_8 -> clkbuf_8 -> nand2_1 -> clkbuf_8 -> clkbuf_8 -> or2_2 -> clkbuf_8 -> clkbuf_8 -> o21bai_2 -> clkbuf_8 -> clkbuf_8 -> nor2_1
  – Critical path's largest stage delay: 0.15 ns
  – Kind of critical path: clk -> reg
  – Critical path required time: 3.49 ns
  – CP Max Fanout: 7
  – Critical Path Source: clk_in
  – Crit end category: flip-flop
  – Buf/Inv on CP: 11
  – Critical Path Start Type: clock port
  – Most numerous cell on the critical path: clkbuf_8
  – RR Startpoint: count_out[0]
  – Crit-path leading delay family: buffers and inverters
  – CP max-delay cell: clkbuf_8

Yosys
  – Mapped Area: 843 sq um
  – Post-Synth AOI/OAI Area: 6.82%
  – Top logic family: simple AND/OR/NAND/NOR gates
  – Yosys Chip Area: 843 sq um
  – Ys async rst share: 0%
  – Post-synth EDFFs: 0
  – Post-synthesis sequential area ratio: 40.4%
  – Syn Inst Count: 96
  – Warnings, synthesis: 1
  – Yosys reg bits: 17
  – # Cells Yosys: approximately 96
  – Yosys simple share: 34.9%
  – Post-Synth XOR/XNOR Area: 13.5%
  – Cell Type Count: 27
  – Syn Area/Cell: a little under 9 sq um
  – Multiplexer share: 1.19%
  – Adder Area Share: 1.48%
  – Main synth FF type: dfxtp_1

Final layout
  – Regs by FF count: count_out (17)
  – Top Layout Cells: clkbuf_8, clkdlybuf4s50_1, dfxtp_1
  – Max FFs per register: 17
  – Area Growth Syn to Fin: 89.0%
  – Share of layout cells above drive strength 1: 25.3%
  – Top cell excl fill/tap: clkbuf_8
  – Most flops, register: count_out

Pwr
  – Total net switching power: roughly 200 uW
  – Comb power frac: about 2.9%
  – Sequential Power Share: 30.1%
  – Sw Share: about 25%
  – Max rail drop VDD: 0.397 mV
  – LEAKAGE: 0.000576 uW
  – Clock share of power: 67.0%
  – Power Density: 490 nW/um^2
  – Power Internal: about 580 uW

Die
  – Floorplan utilization: a little under a fifth
  – Num rows: 25
  – # IOs: 20
  – Die width: 89 microns
  – Core Area: 4660 sq um
  – Die area: 7920 sq um
  – Die Y: 89 microns

Clocking
  – Late-Pin Clk Latency: about 0.35 ns
  – CTS tree: built
  – Post-CTS Repair Setup Buffers: 0
  – Hold bufs inserted after CTS: 0
  – CTS clock-pin slew for the worst setup and hold paths: 0.07 ns
  – CTS resizes: 0

Min path
  – Hold crit path type: clk -> reg
  – Min-delay src: clk_in

Run
  – Tool warnings: 76
  – Max cap viols: 0

Status
  – Outcome: complete, no violations
## layout make-up
cell class / instances / area [sq um]
Clock buffer: 38 / 453
Clock inverter: 2 / 47.5
Fill cell: 442 / 3070
Inverter: 2 / 7.51
Multi-Input combinational cell: 76 / 488
Sequential cell: 17 / 340
Tap cell: 54 / 67.6
Timing Repair Buffer: 19 / 190
## power by group through the flow
| stage | Combinational (uW) | Sequential, uW | Clock (uW) |
|---|---|---|---|
| after CTS | 23.9 | 235 | 533 |
| after global routing | 25.3 | 236 | 561 |
| final | 22.6 | 235 | 523 |
## synth_stat cells, types with 2 or more instances
master	instances	share of area, %
or3_1	2	1.5
nand4_1	4	3.0
nor4_1	7	5.2
nand2_1	9	4.0
xnor2_1	9	9.3
dfxtp_1	17	40
inv_1	2	0.89
xor2_1	4	4.2
nand3_1	5	3.0
nor3_1	3	1.8
a21oi_1	3	1.8
nor2_1	16	7.1
## cells by family (layout without fill, tap and decap cells)
logic type	Yosys count	in the layout
simple gates	53	53
fa+ha+maj	1	1
mux	1	1
xor+xnor	13	13
compound gates	8	8
flops	17	17
buf+inv	3	61
## routing by layer
metal,routed length [microns],up-vias
met2,1370,80
met3,344,9
met1,1240,489
met5,0,-
li1,-,457
met4,66,0
## worst min-delay path: stages
cell,delay [ns]
clkbuf_8,0.09
clkbuf_8,0.10
clkbuf_8,0.10
clkbuf_8,0.12
clkbuf_8,0.12
o2111ai_1,0.10
a21oi_1,0.13
## stage by stage
stage / std cells / utilization, % / power [uW] / hold slack, ns / cell area [sq um]
after detailed placement: 168 / 23.5 / 290 / 0.232 / 1090
final: 208 / 34.2 / 781 / 0.441 / 1590
after floorplan: 96 / - / 265 / 0.230 / 843
after global routing: 208 / 34.2 / 823 / 0.478 / 1590
after CTS: 208 / 34.2 / 792 / 0.460 / 1590
after global placement: 168 / 23.5 / 289 / 0.232 / 1090
## final timing paths
path	endpoint	cells past startpoint	slack [ns]
worst min-delay path	count_out[1]	7	0.44
worst max-delay path	count_out[8]	15	0.17
worst min register to register	count_out[1]	2	0.55
worst max register to register	count_out[15]	8	1.04
Power is estimated from default activity; no workload was simulated.
