==> flow/design.v <==
`default_nettype none
module FIFO #(
    parameter WIDTH = 8,
    parameter DEPTH = 8
) (
    input wire clk_in,
    input wire rst_in,
    input wire wr_en,
    input wire [WIDTH-1:0] data_in,
    input wire rd_en,
    output logic [WIDTH-1:0] data_out,
    output logic data_valid_out,
    output logic [$clog2(DEPTH):0] occupancy_out,
    output logic full_out
);
    logic [WIDTH-1:0] mem [DEPTH-1:0];
    logic [$clog2(DEPTH)-1:0] rd_ptr;
    logic [$clog2(DEPTH)-1:0] wr_ptr;
    logic [$clog2(DEPTH):0] occupancy;
    logic read;
    logic write;
    always_comb begin
        write = wr_en && (occupancy < ($clog2(DEPTH)+1)'(DEPTH));
        read = rd_en && (occupancy > ($clog2(DEPTH)+1)'(0));
    end
    always_ff @(posedge clk_in) begin
        if (rst_in) begin
            rd_ptr <= $clog2(DEPTH)'(0);
            wr_ptr <= $clog2(DEPTH)'(0);
            for (int i = 0; i < DEPTH; i++) begin
                mem[i] <= WIDTH'(0);
            end
            occupancy <= ($clog2(DEPTH)+1)'(0);
            data_out <= WIDTH'(0);
            data_valid_out <= 1'b0;
        end else begin
            if (write) begin
                mem[wr_ptr] <= data_in;
                wr_ptr <= (wr_ptr >= $clog2(DEPTH)'(DEPTH -  1)) ? 
                        $clog2(DEPTH)'(0) : wr_ptr + $clog2(DEPTH)'(1);
            end
            if (read) begin
                data_out <= mem[rd_ptr];
                data_valid_out <= 1'b1;
                rd_ptr <= (rd_ptr >= $clog2(DEPTH)'(DEPTH -  1)) ? 
                        $clog2(DEPTH)'(0) : rd_ptr + $clog2(DEPTH)'(1);
            end else begin
                data_valid_out <= 1'b0;
            end
            if (write && !read) begin
                occupancy <= occupancy + ($clog2(DEPTH)+1)'(1);
            end else if (!write && read) begin
                occupancy <= occupancy - ($clog2(DEPTH)+1)'(1);
            end
        end
    end
    assign occupancy_out = occupancy;
    assign full_out = occupancy == ($clog2(DEPTH)+1)'(DEPTH);
endmodule
`default_nettype wire
==> flow/run.sh <==
#!/bin/bash
# OpenROAD 26Q1-2900-gdf79404cd8, Yosys 0.63+post, stock flow scripts
make -C /OpenROAD-flow-scripts/flow DESIGN_CONFIG=/design/flow/config.mk WORK_HOME=/design/flow/orfs finish
==> flow/config.mk <==
export PLATFORM = sky130hd
export DESIGN_NAME = FIFO
export DESIGN_NICKNAME = FIFO
export VERILOG_FILES = /design/flow/design.v
export SDC_FILE = /design/flow/constraint.sdc
export NUM_CORES = 4
export LEC_CHECK = 1
export CORE_UTILIZATION = 50
==> flow/constraint.sdc <==
current_design FIFO

set clk_period 3.8
set clk_io_pct 0.2

create_clock -name clk0 -period $clk_period [get_ports {clk_in}]

set non_clock_inputs [all_inputs -no_clocks]
set_input_delay [expr $clk_period * $clk_io_pct] -clock clk0 $non_clock_inputs
set_output_delay [expr $clk_period * $clk_io_pct] -clock clk0 [all_outputs]
==> deck_impl_summary.md <==
Run Summary

STA
  – Final Setup Violations: 0
  – Max-slew headroom: 57.14%
  – Actual transition at the worst max-transition pin: 0.6380 ns
  – Crit path setup slack, layout: 1.137 ns
  – Setup skew after layout: 0.009203 ns
  – Max Freq: 375.6 MHz
  – Setup TNS: 0 ns
  – Unrepaired setup endpoints after global routing: false
  – Number of failing hold endpoints at the final stage: 0
  – Clock period minus worst slack: 2.663 ns
  – Final Max Slew Viols: 0
  – Hold slack: 0.4903 ns
  – Final critical-path share of the clock period: 70.07%

GRT
  – All-layer global routing usage: 22.04%
  – Antenna violations before repair: 0
  – Global-route wire length before repair: 11420 um
  – Largest net degree at the start of global routing: 25
  – Via count of the first global-routing pass: 2101
  – GRT overflow: 0

Clock tree
  – CTS max path bufs: 2
  – Clock latency on the worst-skew pair: 0.35 ns
  – Count of hold buffers inserted by post-cts repair: 0
  – TritonCTS sink count: 83
  – H-tree levels: 3
  – Setup Buffers After CTS: 0
  – Inserted Clock Buffers: 9
  – CTS clk-pin slew, worst paths: 0.08 ns
  – Root Driver: sky130_fd_sc_hd__clkbuf_8
  – Number of resized instances in the post-cts repair step: 0
  – Clock tree from TritonCTS: done

Drt
  – Iteration-0 DRC count of the detailed router: 93
  – Highest signal layer in the routed design: met4
  – Number of antenna diodes: 0
  – Met1 Wirelength: 3166 um
  – Met3 routed wirelength: 496 um
  – Vias after detailed routing: 2149
  – Routed Wire Length: 7090 um
  – DRC viols: 0
  – Iteration count of the initial detailed-routing pass: 4
  – Count of antenna-violating nets left after detailed routing: 0
  – Detail Route met2 WL: 3361 um
  – Ratio of routed vias to standard cells: 5.254
  – Average wire per standard cell: 17.33 um

Cells and area
  – Number of standard cells in the layout, taps in and fillers out: 409
  – Total of fill cells in the finished design: 607
  – Relative area change from synthesis to final layout: 14.79%
  – Sequential Area: 2302 sq um
  – Share of post-route cells with drive strength above 1: 17.42%
  – Leading cell types in the layout, fill and taps excluded: sky130_fd_sc_hd__and2_1 (64), sky130_fd_sc_hd__edfxtp_1 (64), sky130_fd_sc_hd__clkdlybuf4s50_1 (25)
  – Area occupied by multi-input gates: 1370 sq um

Synth
  – Yosys stat cell total: 270
  – Synthesized area divided by synthesized cell count: 13.91 sq um
  – Share of the synthesized area in the top cell type: 51.17%
  – Count of yosys warnings during synthesis: 1
  – Number of standard cells after synthesis: 270
  – Syn Std Cell Area: 3756 sq um
  – Yosys Chip Area: 3756 sq um
  – Main area contributors: sky130_fd_sc_hd__edfxtp_1 (51%), sky130_fd_sc_hd__and2_1 (11%), sky130_fd_sc_hd__dfxtp_1 (10%), sky130_fd_sc_hd__mux4_2 (9.6%), sky130_fd_sc_hd__nor2_1 (2.4%)
  – Tally of unique sky130hd cells used after synthesis: 37
  – Biggest area consumer among synthesized cells: sky130_fd_sc_hd__edfxtp_1
  – Flop and latch count out of synthesis: 83
  – Register share after synthesis: 61.29%

Setup path
  – Most frequent CP cell: sky130_fd_sc_hd__ha_1
  – Launching element of the worst setup path: rd_en
  – Critical Path, Cell by Cell: clkdlybuf4s50_1 -> o41a_1 -> inv_4 -> ha_1 -> inv_1 -> ha_1 -> a21oi_1 -> a211oi_1 -> a31oi_1 -> mux2_2
  – Crit-path max cell delay: 0.45 ns
  – Data arrival time of the critical path: 2.90 ns
  – Top Family by Delay on Critical Path: buffers and inverters
  – Critical Path Slowest Stage Cell: sky130_fd_sc_hd__clkdlybuf4s50_1
  – Bufs and invs on worst path: 3
  – Critical path peak fanout: 7
  – Worst path required time: 4.03 ns
  – Worst Setup End Kind: register
  – R2R Path Start: occupancy[3]
  – Startpoint-to-endpoint class of the critical path: in2reg
  – Startpoint class of the critical path: input port

Place
  – Final RePlAce weighted congestion: 0.7547
  – Number of I/O port buffers: 25
  – Instance count after placement with tap cells included: 393
  – Dpl hpwl: 4672 um
  – Post-Place Worst Slack: 0.7873 ns

Pwr
  – Clock Power Share: 22.7%
  – Sw power: 0.7229 mW
  – Pwr Density: 557.2 nW/um^2
  – P_int: 1.680 mW
  – Proportion of power drawn by flip-flops and latches: 48.4%
  – Sw Ratio: 30.09%
  – Leak: 1.581 nW
  – Sum of internal, switching and leakage power: 2.403 mW
  – Peak supply drop: 0.0002625 V
  – Fraction of power consumed by combinational cells: 28.9%

Status
  – Run status: finished, final reports clean

Flow run
  – Max-Cap Viols: 0
  – Number of warnings in the stage logs: 25

Floorplan
  – Floorplan utilization: 51.79%
  – Core Footprint: 7253 sq um
  – Top Ports: 26
  – Core Rows: 31
  – Die width: 88.67 um
  – Die Ht: 88.67 um
  – Die footprint: 7862 sq um

Min path
  – Hold_sp: data_out[2]
  – Path class of the lowest-slack min-delay path: reg2reg
## worst register-to-register path, delay by kind of cell (launching register included)
| kind | cells | cell delay [ns] |
|---|---|---|
| flip-flops | 1 | 0.44 |
| multiplexers | 1 | 0.35 |
| adder cells (fa/ha/maj) | 2 | 0.50 |
| AND-OR/OR-AND | 4 | 0.96 |
| buffers and inverters | 2 | 0.20 |
## worst paths after layout
| path | endpoint | slack (ns) | cells past startpoint |
|---|---|---|---|
| worst max-delay path | occupancy[3] | 1.14 | 10 |
| worst min-delay path | data_out[2] | 0.49 | 2 |
| worst max register to register | occupancy[3] | 1.25 | 9 |
| worst min register to register | data_out[2] | 0.49 | 2 |
## power by group through the flow
stage | Combinational (mW) | Sequential [mW] | Clock [mW]
after CTS | 0.704 | 1.16 | 0.568
after global routing | 0.783 | 1.18 | 0.597
final | 0.695 | 1.16 | 0.546
## state kept, by name (all words and copies together), names as in the netlist
name	cells
data_valid_out	1
occupancy	4
rd_ptr	3
mem	64
wr_ptr	3
data_out	8
## Yosys cell counts
master / n
sky130_fd_sc_hd__a311oi_1: 2
sky130_fd_sc_hd__xnor2_1: 1
sky130_fd_sc_hd__inv_4: 1
sky130_fd_sc_hd__xor2_1: 1
sky130_fd_sc_hd__nand3_1: 1
sky130_fd_sc_hd__clkbuf_1: 6
sky130_fd_sc_hd__buf_6: 2
sky130_fd_sc_hd__a211oi_1: 1
sky130_fd_sc_hd__inv_1: 2
sky130_fd_sc_hd__ha_1: 7
sky130_fd_sc_hd__nor4_2: 1
sky130_fd_sc_hd__edfxtp_1: 64
sky130_fd_sc_hd__nand3b_1: 1
sky130_fd_sc_hd__nor3b_1: 1
sky130_fd_sc_hd__o22ai_1: 8
sky130_fd_sc_hd__nor3_1: 13
sky130_fd_sc_hd__mux4_2: 16
sky130_fd_sc_hd__nand2b_1: 4
sky130_fd_sc_hd__nand2_1: 1
sky130_fd_sc_hd__nor3_2: 1
sky130_fd_sc_hd__a21oi_1: 4
sky130_fd_sc_hd__fa_1: 1
sky130_fd_sc_hd__or2_2: 8
sky130_fd_sc_hd__nor2b_1: 1
sky130_fd_sc_hd__and2_1: 64
sky130_fd_sc_hd__mux2i_1: 1
sky130_fd_sc_hd__nand2_8: 1
sky130_fd_sc_hd__a31oi_1: 1
sky130_fd_sc_hd__nor2_1: 24
sky130_fd_sc_hd__nor4b_1: 1
sky130_fd_sc_hd__mux2_2: 1
sky130_fd_sc_hd__buf_2: 2
sky130_fd_sc_hd__nand4b_1: 1
sky130_fd_sc_hd__buf_4: 2
sky130_fd_sc_hd__o41a_1: 1
sky130_fd_sc_hd__dfxtp_1: 19
sky130_fd_sc_hd__a22oi_1: 4
## cell type report
cell class / instances / share of cell area [%]
Inverter: 3 / 0.3192
Multi-Input combinational cell: 172 / 31.78
Timing Repair Buffer: 36 / 7.719
Sequential cell: 83 / 53.40
Clock inverter: 7 / 1.045
Tap cell: 99 / 2.873
Clock buffer: 9 / 2.873
## routing by layer
metal / up-vias / global-route usage, %
li1: 1060 / -
met1: 1011 / 36.97
met2: 72 / 32.59
met3: 6 / 7.947
met4: 0 / 2.053
met5: - / 0
## cell families (layout without fill, tap and decap cells)
group           count (synthesis)  after routing  share of synthesized area, %
compound gates                 21             21                         3.798
xor+xnor                        2              2                        0.4664
fa+ha+maj                       8              8                         2.865
buf+inv                        15             55                         2.232
flops                          83             83                         61.29
mux                            18             18                         10.16
simple gates                  123            123                         19.19
## metrics by stage
stage / utilization [%] / cell area (sq um)
floorplan: - / 3756
global placement: 57.12 / 4143
detailed placement: 57.12 / 4143
CTS: 59.44 / 4312
global route: 59.44 / 4312
finish: 59.44 / 4312
No activity file was given, so power comes from the tool's default toggle rates.
