==> flow/design.v <==
`timescale 1ns / 1ps
`default_nettype none
module Pipeline #(
  parameter WIDTH = 16,
  parameter STAGES = 1
) (
  input wire clk_in,  
  input wire rst_in,  
  input wire [WIDTH-1:0] data_in,   
  output wire [WIDTH-1:0] data_out  
);
  logic [WIDTH-1:0] pipe [STAGES-1:0];
  always_ff @(posedge clk_in) begin
    if (rst_in) begin
        for (int i = 0; i < STAGES; i++) begin
            pipe[i] <= WIDTH'(1'b0);
        end
    end else begin
      pipe[0] <= data_in;
      for (int i = 1; i < STAGES; i++) begin
        pipe[i] <= pipe[i-1];
      end
    end
  end
  assign data_out = pipe[STAGES-1];
endmodule
`default_nettype wire
==> flow/run.sh <==
#!/bin/bash
# OpenROAD 26Q1-2900-gdf79404cd8, Yosys 0.63+post, stock flow scripts
make -C /OpenROAD-flow-scripts/flow DESIGN_CONFIG=/design/flow/config.mk WORK_HOME=/design/flow/orfs finish
==> flow/config.mk <==
export PLATFORM = sky130hd
export DESIGN_NAME = Pipeline
export DESIGN_NICKNAME = Pipeline
export VERILOG_FILES = /design/flow/design.v
export SDC_FILE = /design/flow/constraint.sdc
export NUM_CORES = 4
export LEC_CHECK = 1
export CORE_AREA = 10 10 70 70
export DIE_AREA = 0 0 80 80
==> flow/constraint.sdc <==
current_design Pipeline

set clk_period 1.0
set clk_io_pct 0.2

create_clock -name clk0 -period $clk_period [get_ports {clk_in}]

set non_clock_inputs [all_inputs -no_clocks]
set_input_delay [expr $clk_period * $clk_io_pct] -clock clk0 $non_clock_inputs
set_output_delay [expr $clk_period * $clk_io_pct] -clock clk0 [all_outputs]
==> flow_summary.ini <==
; implementation run metrics
[clock_tree]
clock-root-buffer = sky130_fd_sc_hd__clkbuf_4
clock_tree.buffer_depth = 2
post_cts_hold_buffer_count = 0
cts-buffers-inserted = 3
clock-sinks = 16
tritoncts = done
cts.htree.levels = 1
clk_transition_reported_paths_ns = 0.07

[drt]
antenna_cells_inserted = 0
number_of_routed_nets_with_antenna_violations = 0
drt_pass1_iterations = 2
wl_per_cell_um = 10.2
dr_total_vias = 352
via_per_inst = 3.06
wirelength_um = 1170
drt_iter0_drc = 2
post-route-drc-count = 0

[timing]
fmax_mhz = 1060
final_period_minus_worst_setup_slack_ns = 0.944
slew_headroom_pct = 83.9
worstMarginPinSlew_ns = 0.241
drv_slew = 0
rsz_0062_raised_after_global_routing = false
timing.final.ws_setup_ns = 0.0561
fin_setup_tns_ns = 0
hold_violations = 0
setup_viol = 0
hold_slack_ns = 0.477
final_min_period_over_clock_period_pct = 94.4

[synthesis]
synthXorXnorAreaFrac_pct = 0
synth-main-ff-cell = sky130_fd_sc_hd__dfxtp_1
post_synth_instance_area_um2 = 464
top_cells_by_area_synth = sky130_fd_sc_hd__dfxtp_1 69%, sky130_fd_sc_hd__nor2b_2 13%, sky130_fd_sc_hd__and2b_2 11%
synth_flops = 16
flip_flops_with_a_built_in_enable = 0
synthMuxAreaShare_pct = 0
post_synth_and_or_nand_nor_area_fraction_pct = 28.6
synth-cells-yosys = 33
synth_largest_type_area_fraction_pct = 69.0
post_synth_ao_oa_area_fraction_pct = 0
synth.distinct_cells = 5
ys_warn_count = 2
synth.cells.most_frequent = 16 x sky130_fd_sc_hd__dfxtp_1, 7 x sky130_fd_sc_hd__nor2b_2, 6 x sky130_fd_sc_hd__and2b_2
postSynth.asyncResetShare_pct = 0
synthCells = 33
yosys-dominant-comb-family = simple AND/OR/NAND/NOR gates
yosys-stat-area_um2 = 464
synthDominantAreaCellType = sky130_fd_sc_hd__dfxtp_1
synth_top_cell_by_count = sky130_fd_sc_hd__dfxtp_1
yosysSeqAreaShare_pct = 69.0
post_synth_fa_ha_maj_area_fraction_pct = 0
syn_area_per_cell_um2 = 14.1

[place]
port_buffers = 33
dp.cells = 112
place_hpwl_um = 1020
detailedPlace.worstSlack_ns = -0.177
gpl.final_weighted_congestion = 0.683

[setup_path]
worst_path_maximum_fanout = 1
timing.setup.critical_path_class = reg2out
critPathTopFamily = flip-flops
worst_setup_path_start_kind = flop
slowest_delay_ns = 0.31
cp_num_buf_inv = 1
timing.critical_path.cells = clkdlybuf4s15_1
worst-endpoint-required_ns = 0.80
worst-endpoint-arrival_ns = 0.74
critPathCaptureType = output port
slowest_stage = sky130_fd_sc_hd__dfxtp_1

[layout]
drive_above_1_share_pct = 53.6
largest_register_ff_count = 16
layout_top_registers = pipe: 16 flops
area_growth_syn_to_layout_pct = 79.5
layoutNonFillerInstCount = 115
register_bank_with_the_most_flops = pipe

[worst_hold_path]
hold_path.class = in2reg

[global_routing]
grt_usage_pct = 3.67
grt_overflow = 0
grt_start_max_net_pins = 11
first_global_vias = 384
grt_first_pass_wirelength_um = 1810
antenna_found_initial = 0

[pwr]
max-vdd-ir-drop_mv = 0.730
power.static_leakage_uw = 0.000356
share_clk_of_total_power_pct = 27.2
pwr-share-comb_pct = 12.8
internal_power_uw = 927
p_per_area_nw_per_um2 = 1360
netSwitchingPower_uw = 208
power.sequential.fraction_pct = 60.0
report.power.total_uw = 1140
switching_share_pct = 18.4

[floorplanning]
die_area_um2 = 6400
fp-row-count = 21
top_level_ports = 34
floorplan.core_util_pct = 13.6
core_um2 = 3420
die_height_um = 80
floorplan.die.width_um = 80

[job]
log.warning_count = 25
drv.max_cap_violation_count = 0

[run_status]
run_status = finished clean
metal layers:
layer	vias up	GRT usage (%)	wire [um]
li1	172	-	-
met4	0	0.176	0
met2	25	5.86	518
met5	-	0	0
met1	155	3.41	396
met3	0	3.75	254
placed cells by master, fill, tap and decap left out:
cell type and instances:
sky130_fd_sc_hd__and2b_2 6, sky130_fd_sc_hd__buf_12 1, sky130_fd_sc_hd__buf_2 1, sky130_fd_sc_hd__clkbuf_2 11, sky130_fd_sc_hd__clkbuf_4 3, sky130_fd_sc_hd__clkdlybuf4s15_1 4, sky130_fd_sc_hd__clkdlybuf4s50_1 17, sky130_fd_sc_hd__dfxtp_1 8
sky130_fd_sc_hd__dfxtp_2 8, sky130_fd_sc_hd__nor2b_1 3, sky130_fd_sc_hd__nor2b_2 7
power groups by stage:
stage	registers [uW]	logic, uW	clock network [uW]
4_1_cts	680	161	337
5_1_grt	686	159	375
6_report	682	145	309
final timing paths:
| kind | start | end | slack, ns | depth (start not counted) |
|---|---|---|---|---|
| setup / recovery | pipe[0][5]$_SDFF_PP0_ | data_out[5] | 0.06 | 1 |
| hold / removal | data_in[12] | pipe[0][12]$_SDFF_PP0_ | 0.48 | 2 |
area by class of cell:
type	instances	area (um^2)
fill	378	2580
sequential	16	330
timing repair buffer	34	290
multi-input combinational	16	133
tap	46	57.6
clock buffer	3	22.5
logic make-up (layout without fill, tap and decap cells):
kind of cell,count (synthesis),after routing
and+or+nand+nor,16,16
DFF,16,16
buffers and inverters,1,37
stage by stage:
step | util (%) | cell area (um^2)
floorplan | - | 464
global placement | 25.2 | 861
detailed placement | 25.2 | 861
CTS | 25.8 | 880
global route | 24.4 | 833
finish | 24.4 | 833
timing repair:
| action | in CTS | in global routing |
|---|---|---|
| endpoints found under the setup margin | 16 | 11 |
| setup buffers | 0 | 0 |
| gates resized | 34 | 18 |
| pin swaps | 0 | 0 |
Power and IR drop assume default switching activity.
